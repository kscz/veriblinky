File: ./run.sh
#!/bin/bash
# OpenROAD 26Q1-2900-gdf79404cd8, Yosys 0.63+post, stock flow scripts
make -C /OpenROAD-flow-scripts/flow DESIGN_CONFIG=/design/flow/config.mk WORK_HOME=/design/flow/orfs finish
File: ./design.v
`timescale 1ns / 1ps
module shift_reg
	#(parameter N = 8)
	(
		input wire clk,
		input wire [N-1:0] in,
		input wire latch,
		input wire en,
		output reg out
    );
reg [N-2:0] data;
always @(posedge clk) begin
	if(latch == 1'b1) begin
		data <= in[N-1:1];
		out <= in[0];
	end
	else if(en == 1'b1) begin
		data <= {1'b0, data[N-2:1]};
		out <= data[0];
	end
end
endmodule
File: ./config.mk
export PLATFORM = sky130hd
export DESIGN_NAME = shift_reg
export DESIGN_NICKNAME = shift_reg
export VERILOG_FILES = /design/flow/design.v
export SDC_FILE = /design/flow/constraint.sdc
export NUM_CORES = 4
export LEC_CHECK = 1
export CORE_AREA = 10 10 70 70
export DIE_AREA = 0 0 80 80
File: ./constraint.sdc
current_design shift_reg

set clk_period 1.3
set clk_io_pct 0.2

create_clock -name clk0 -period $clk_period [get_ports {clk}]

set non_clock_inputs [all_inputs -no_clocks]
set_input_delay [expr $clk_period * $clk_io_pct] -clock clk0 $non_clock_inputs
set_output_delay [expr $clk_period * $clk_io_pct] -clock clk0 [all_outputs]
==> run summary <==
outcome = complete, no violations
initial antenna violation count = 0
Final HPWL DP = 513 µm
final setup vio count = 0
number of post-CTS setup repair buffers = 0
Worst-Margin Slew = 0.129 ns
Max-cap violations = 0
Final Hold Fails = 0
Syn Area/Cell = 20.6 µm²
placed cell area = 547 µm²
Adders+Majority by Area = 0
Syn-to-layout area delta = 55.1%
vias per cell = 2.56
Layout Skew = 0.00522 ns
Tool Warnings = 25
CTS tree = done
worst vdd ir = 0.000463 V
Init Core Util = 0.108
final core occ = 0.168
Max Slew Vio Count = 0
post-synth cell types = 5
chip area = 6400 µm²
floorplan row count = 21
Iter 0 DRT Violations = 9
hold buffer count at cts = 0
Final Cycle Share = 0.943
clk ins delay skew pair = 0.25 ns
CTS Buf Count = 3
ao+oa area frac = 0
final antenna diode count = 0
Chip Area, Yosys = 370 µm²
Worst EP required = 1.29 ns
area fraction in mux cells = 0.284
DRC viols = 0
CP Max Fanout = 9
worst hold path type = reg2reg
Mapped Cells = 18
Initial DRT Pass Iterations = 2
Setup TNS = 0 ns
Die X = 80 µm
dpl ws = -0.317 ns
WS Path Type = in2reg
xor/xnor share of the synthesized area = 0
Num Clock Sinks = 8
vias in the first global route = 219
Clock Tree Root = clkbuf_4
final setup margin = 0.0740 ns
IO Port Bufs = 11
crit path time final = 1.23 ns
IO Count = 12
grt total ovfl = 0
wire per inst = 8.68 µm
Data arrival, critical path = 1.22 ns
Yosys reg bits = 8
Post-synth seq share = 0.649
total wire length = 677 µm
largest net degree at the start of global routing = 10
simple share = 0.0372
pwr dens = 1040 nW/µm²
RD Place Congestion = 0.678
unrepaired setup endpoints after global routing = false
post-route cell area = 574 µm²
Leak Pwr = 0.222 nW
synth warn = 1
Worst setup EP type = flip-flop
antenna-violating nets left = 0
ratio of cells with drive above 1 in the final layout = 0.406
reg-to-reg slack, setup = 0.41 ns
clock transition at the registers of the reported paths = 0.05 ns
first-pass GRT wire length = 1040 µm
area of the core = 3420 µm²
CP startpoint kind = input pin
H-tree depth = 1
die height = 80 µm
Top logic family = multiplexers
GRT Overall Usage = 0.0220
DR vias = 200
worst rel slew slack = 0.914
Max Freq = 816 MHz
yosys stat cell total = 18
CTS max path bufs = 2
Post-Syn Area = 370 µm²
## state kept, by name, indices dropped and copies added (netlist names)
| signal | cells |
|---|---|
| data | 7 |
| out | 1 |
## worst paths after layout
check | from | endpoint | depth (start not counted)
min reg2reg | data[2] | data[1] | 1
min | data[2] | data[1] | 1
max | latch | data[0] | 3
max reg2reg | data[6] | data[5] | 1
## stage by stage
step | total power [W] | hold WS [ns] | instances
final | 0.000599 | 0.547 | 78
after global placement | 0.000421 | 0.530 | 75
after CTS | 0.000611 | 0.552 | 78
after global routing | 0.000643 | 0.561 | 78
after floorplan | 0.000375 | 0.477 | 18
after detailed placement | 0.000423 | 0.537 | 75
## what timing repair did
action,CTS,global route
pin swaps,0,0
setup endpoints to repair,8,1
resized,1,1
## critical path, cell delays in order
cell,delay (ns)
clkdlybuf4s50_1,0.51
buf_12,0.15
mux2_4,0.30
## cells in the final DEF (no fill, tap or decap)
| master | netlist | routed |
|---|---|---|
| clkdlybuf4s50_1 | 0 | 10 |
| edfxtp_1 | 8 | 8 |
| mux2_4 | 7 | 7 |
| clkbuf_4 | 0 | 3 |
| or2_4 | 0 | 1 |
| and2_2 | 1 | 1 |
| dlymetal6s2s_1 | 0 | 1 |
| buf_12 | 0 | 1 |
## area by class of cell
class / count / area [µm²]
fill: 388 / 2840
tap: 46 / 57.6
sequential: 8 / 240
timing repair buffer: 12 / 133
multi-input combinational: 9 / 121
clock buffer: 3 / 22.5
## synth_stat cells
| cell | instances | area share |
|---|---|---|
| buf_6 | 1 | 0.030 |
| and2_2 | 1 | 0.020 |
| edfxtp_1 | 8 | 0.65 |
| or2_1 | 1 | 0.017 |
| mux2_4 | 7 | 0.28 |
## metal layers
layer  global-route usage  up-vias  wire length, µm
li1                     -       96                -
met1               0.0309       91              369
met2               0.0249       13              215
met3               0.0193        0               92
met4              0.00176        0                0
met5                    0        -                0
## where the power goes
part / total, W / leakage (nW) / internal [W] / switching (W)
clock network: 0.000181 / 0.0138 / 0.000105 / 0.0000763
logic: 0.0000943 / 0.126 / 0.0000712 / 0.0000230
registers: 0.000323 / 0.0822 / 0.000317 / 0.00000615
## kinds of logic after synthesis
| kind of cell | after synthesis |
|---|---|
| AND/OR/NAND/NOR | 2 |
| multiplexers | 7 |
| buffers and inverters | 1 |
| flip-flops | 8 |
Power is estimated from default activity; no workload was simulated.
